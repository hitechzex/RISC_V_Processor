File: flow/config.mk
export PLATFORM = sky130hd
export DESIGN_NAME = processor
export DESIGN_NICKNAME = processor
export VERILOG_FILES = /design/flow/design.v
export SDC_FILE = /design/flow/constraint.sdc
export NUM_CORES = 4
export LEC_CHECK = 1
export CORE_UTILIZATION = 30
File: flow/run.sh
#!/bin/bash
# OpenROAD 26Q1-2900-gdf79404cd8, Yosys 0.63+post, stock flow scripts
make -C /OpenROAD-flow-scripts/flow DESIGN_CONFIG=/design/flow/config.mk WORK_HOME=/design/flow/orfs finish
File: flow/constraint.sdc
current_design processor

set clk_period 4.3
set clk_io_pct 0.2

create_clock -name clk0 -period $clk_period [get_ports {clk}]

set non_clock_inputs [all_inputs -no_clocks]
set_input_delay [expr $clk_period * $clk_io_pct] -clock clk0 $non_clock_inputs
set_output_delay [expr $clk_period * $clk_io_pct] -clock clk0 [all_outputs]
File: flow/design.v
module data_memory (
    input wire clk,
    input wire reset,
    input wire mem_read,
    input wire mem_write,
    input wire [31:0] addr,
    input wire [31:0] write_data,
    output reg [31:0] read_data
);
    reg [31:0] mem [0:15];
    integer i;
    always @(posedge clk) begin
        if (reset) begin
            for (i = 0; i < 16; i = i + 1)
                mem[i] <= 32'b0;
        end else begin
            if (mem_write)
                mem[addr[31:2]] <= write_data;
        end
    end
    always @(*) begin
        if (mem_read)
            read_data = mem[addr[31:2]];
        else
            read_data = 32'b0;
    end
endmodule
module execution(
    input [6:0] opcode,
    input [2:0] funct3,
    input [6:0] funct7,
    input signed [31:0] read_data1, read_data2, imm,
    output reg signed [31:0] result
);
    always @(*) begin
        case (opcode)
            7'b0010011: begin  
                case (funct3)
                    3'b000: result = read_data1 + imm;         
                    3'b100: result = read_data1 ^ imm;         
                    3'b110: result = read_data1 | imm;         
                    3'b111: result = read_data1 & imm;         
                    3'b001: result = read_data1 <<< imm[4:0];  
                    3'b101: result = read_data1 >>> imm[4:0];  
                    default: result = 32'b0;
                endcase
            end
            7'b0110011: begin  
                case ({funct7, funct3})
                    {7'b0000000, 3'b000}: result = read_data1 + read_data2;   
                    {7'b0100000, 3'b000}: result = read_data1 - read_data2;   
                    {7'b0000000, 3'b100}: result = read_data1 ^ read_data2;   
                    {7'b0000000, 3'b110}: result = read_data1 | read_data2;   
                    {7'b0000000, 3'b111}: result = read_data1 & read_data2;   
                    {7'b0000000, 3'b001}: result = read_data1 <<< read_data2[4:0];  
                    {7'b0000000, 3'b101}: result = read_data1 >>> read_data2[4:0];  
                    default: result = 32'b0;
                endcase
            end
            7'b0000011, 7'b0100011: begin  
                result = read_data1 + imm;
            end
            default: result = 32'b0;
        endcase
    end
endmodule
module instruction_decode(
    input        clk,
    input        reset,
    input [31:0] instr,
    input [4:0]  ex_rd,
    input        ex_reg_write,
    output reg [6:0]  opcode,
    output reg [4:0]  rd,
    output reg [4:0]  rs1,
    output reg [4:0]  rs2,
    output reg [2:0]  funct3,
    output reg [6:0]  funct7,
    output reg [31:0] imm,
    output reg        stall
);
  always @(posedge clk or posedge reset) begin
    if (reset)
      stall <= 0;
    else if (ex_reg_write && ex_rd != 0 && (rs1 == ex_rd || rs2 == ex_rd))
      stall <= 1;
    else
      stall <= 0;
  end
  always @(*) begin
    opcode  = instr[6:0];
    rd      = instr[11:7];
    funct3  = instr[14:12];
    rs1     = instr[19:15];
    rs2     = instr[24:20];
    funct7  = instr[31:25];
    case (instr[6:0])
      7'b0010011: imm = {{20{instr[31]}}, instr[31:20]};  
      7'b0000011: imm = {{20{instr[31]}}, instr[31:20]};  
      7'b0100011: imm = {{20{instr[31]}}, instr[31:25], instr[11:7]};  
      7'b0110011: imm = 32'b0;  
      default:    imm = 32'b0;
    endcase
  end
endmodule
module instruction_fetch(
    input clk,
    input reset,
    input stall,
    output reg [31:0] pc
);
    parameter END_PC = 32'h1C;
    always @(posedge clk or posedge reset) begin
        if (reset)
            pc <= 0;
        else if (!stall && pc != END_PC)
            pc <= pc + 4;
    end
endmodule
module instruction_memory(
    input clk,
    input reset,
    input [31:0] addr,
    output reg [31:0] instr
);
    reg [31:0] mem [0:15];
    reg [31:0] addr_reg;
    always @(posedge clk or posedge reset) begin
        if (reset)
            instr <= 32'b0;
        else
            instr <= mem[addr[31:2]];
    end
    integer i;
    initial begin
        for (i = 0; i < 16; i = i + 1)
            mem[i] = 32'b0;
    end
endmodule
module processor #(parameter END_PC = 32'h1C)(
  input clk,
  input reset,
  output reg done
);
    wire [31:0] instr;
    wire [6:0]  opcode;
    wire [4:0]  rd, rs1, rs2;
    wire [2:0]  funct3;
    wire [6:0]  funct7;
    wire [31:0] imm;
    wire [31:0] pc;
    wire [31:0] reg1, reg2;
    wire [31:0] alu_result;
    wire [31:0] mem_read_data;
    wire [31:0] write_back_data;
    wire reg_write;
    wire mem_read, mem_write;
    wire stall;
    reg [4:0]  ex_rd;
    reg        ex_reg_write;
    instruction_fetch IF (
        .clk(clk),
        .reset(reset),
        .stall(stall),
        .pc(pc)
    );
    instruction_memory IM (
        .clk(clk),
        .reset(reset),
        .addr(pc),
        .instr(instr)
    );
    instruction_decode ID (
        .clk(clk),
        .reset(reset),
        .instr(instr),
        .ex_rd(ex_rd),
        .ex_reg_write(ex_reg_write),
        .opcode(opcode),
        .rd(rd),
        .rs1(rs1),
        .rs2(rs2),
        .funct3(funct3),
        .funct7(funct7),
        .imm(imm),
        .stall(stall)
    );
    register_file RF (
        .clk(clk),
        .reset(reset),
        .rs1(rs1),
        .rs2(rs2),
        .rd(rd),
        .reg_write(reg_write),
        .write_data(write_back_data),
        .read_data1(reg1),
        .read_data2(reg2)
    );
    execution EX (
        .opcode(opcode),
        .funct3(funct3),
        .funct7(funct7),
        .read_data1(reg1),
        .read_data2(reg2),
        .imm(imm),
        .result(alu_result)
    );
    assign mem_read  = (opcode == 7'b0000011);  
    assign mem_write = (opcode == 7'b0100011);  
    data_memory DM (
        .clk(clk),
        .reset(reset),
        .mem_read(mem_read),
        .mem_write(mem_write),
        .addr(alu_result),
        .write_data(reg2),
        .read_data(mem_read_data)
    );
    assign reg_write = (opcode == 7'b0110011 || opcode == 7'b0010011 || opcode == 7'b0000011);
    assign write_back_data = (opcode == 7'b0000011) ? mem_read_data : alu_result;
    always @(posedge clk or posedge reset) begin
        if (reset) begin
            ex_rd <= 0;
            ex_reg_write <= 0;
        end else begin
            ex_rd <= rd;
            ex_reg_write <= reg_write;
        end
    end
  always @(posedge clk or posedge reset) begin
    if (reset)
      done <= 0;
    else if (pc == END_PC)
      done <= 1;
  end
endmodule
module register_file(
    input clk,
    input reset,
    input [4:0] rs1, rs2, rd,
    input reg_write,
    input [31:0] write_data,
    output [31:0] read_data1,
    output [31:0] read_data2
);
    reg [31:0] regs[0:31];
    assign read_data1 = regs[rs1];
    assign read_data2 = regs[rs2];
	integer i;
    always @(posedge clk or posedge reset) begin
        if (reset) begin
            for (i = 0; i < 32; i = i + 1)
                regs[i] <= 32'b0;
        end else if (reg_write && rd != 0) begin
            regs[rd] <= write_data;
        end
    end
endmodule
==> qor.txt <==
Outcome: finished clean
Postcts setup bufs: 0
Setup ws final: 2.374 ns
Global-route wire length before repair: 4.643 mm
Die width: 70.68 um
Yosys stat area: 1415 sq um
DIE HEIGHT: 70.68 um
Hold Fails Final Rpt: 0
DRT iter0 DRCs: 39
Yosys stat cell total: 124
Total die area: 4996 sq um
Clock transition at path regs: 0.06 ns
Unique cell types: 22
CTS sink count: 31
Synth Area per Inst: 11.41 sq um
Pleak: 0.6482 nW
FF-to-FF path depth: 4
Crit path capture: done
Number of global-route vias before repair: 987
Antenna violations before repair: 0
Routed length per instance: 13.60 um
Setup_tns: 0 ns
Ys async rst share: 1.000
Fillcell total: 436
Slew Limit Headroom: 0.6030
Worst min path class: reg2reg
R2r setup slk: 2.48 ns
Ant. Diodes: 0
Clk latency late pin: 0.28 ns
Largest net degree at the start of global routing: 32
Sequential area share after synthesis: 0.5482
Num CTS Buffers: 5
Vias per Instance: 5.321
Transition time of the tightest slew-check pin: 0.5910 ns
Setup Crit Path Kind: reg2out
Crit. path cell count: 1
DRT antenna net count: 0
Post-synth top cells: dfrtp_1 (31), xnor2_1 (26), nand3_1 (13), nand4_1 (13)
Detailed placement HPWL: 1.752 mm
Vias: 979
Tcrit/Tclk final: 0.4480
Post_cts resized: 0
Fp_density: 0.3184
Bufs on Longest Clock Path: 2
Synthesized area: 1415 sq um
Top-area cell share: 0.5482
Unrepaired setup endpoints after global routing: false
Core box area: 4444 sq um
RR Endpoint: IF.pc[3]
Worst path required time: 3.44 ns
I/O Buffers: 2
Register bit count reported by yosys: 31
Worst slack at placement: 2.496 ns
DRC viols: 0
Num ports: 3
Cell family with most CP delay: buffers and inverters
Post-synth EDFFs: 0
Final min period: 1.926 ns
GR Overflow Total: 0
Dominant flop cell: dfrtp_1
Slew Viols, Final: 0
Row count: 24
CTS tree: built
GP Congestion: 0.7640
Yosys warning tally: 8
Synth top area cells: dfrtp_1 (55%), xnor2_1 (16%), nand4_1 (5.7%)
Hold WS: 0.4707 ns
Gr usage total: 0.1183
Crit. Startpoint: done
Share of layout cells above drive strength 1: 0.08333
Final setup fails: 0
P per Cell Area: 318.4 nW/um^2
Hold Buf Count CTS: 0
Clk root buf: clkbuf_8
Slowest cell on crit path: clkdlybuf4s50_1
Max-Cap Viols: 0
Most numerous cell in the Yosys netlist: dfrtp_1
Tool warning count: 25
CP Cell Sequence: clkdlybuf4s50_1
Clk_skew: 0.002978 ns
Peak supply drop: 0.00009474 V
R2r startpoint: IF.pc[19]
Leading area contributor after synthesis: dfrtp_1
CP max FO: 2
Bufs and invs on worst path: 1
Critical Path Start Type: flop
CP max stage delay: 0.46 ns
Area delta synth->final: 10.88%
Power Total: 0.4995 mW
Drt pass-1 iters: 4
Crit. End Element: output port
Arrival time worst endpoint: 1.07 ns
Fmax: 519.1 MHz
Final WL: 2.503 mm
Max H-tree Level: 2
Mapped Cells: 124
-- report_power, final --
part | internal, mW | switching (mW) | leakage [nW]
registers | 0.292 | 0 | 0.412
logic | 0.00146 | 0.00545 | 0.199
clock network | 0.107 | 0.0933 | 0.0371
-- area by class of cell --
cell class                 instances  area (sq um)  area share
clock buffer                       6         72.57     0.04625
inverter                           1         3.754    0.002392
multi-input combinational         91         624.3      0.3979
sequential                        31         775.7      0.4944
tap                               52         65.06     0.04147
timing repair buffer               3         27.53     0.01754
-- sequential cells by signal (all words and copies together), names as in the netlist --
| signal | count |
|---|---|
| IF.pc | 30 |
| done | 1 |
-- cell usage in the layout, fill, tap and decap left out, types with 3 or more instances in the layout --
cell,count
nor2_1,3
nor4_1,6
nor3_1,4
xnor2_1,26
clkbuf_8,5
nand4_1,13
dfrtp_1,31
and3_1,3
nand3_1,13
xor2_1,3
nand2_1,6
-- metrics by stage --
stage,area [sq um],util,std cells
after floorplan,1415,-,124
after global placement,1496,0.3367,178
after detailed placement,1496,0.3367,178
after CTS,1569,0.3530,184
after global routing,1569,0.3530,184
final,1569,0.3530,184
-- layer usage --
layer,share of wire,vias up,track usage
met5,0,-,0
met4,0.017,0,0.02222
met2,0.43,21,0.1720
li1,-,464,-
met1,0.50,489,0.1841
met3,0.048,5,0.03324
-- kinds of logic (layout without fill, tap and decap cells) --
kind of cell               count (synthesis)  after routing  synth area share
AOI/OAI and AO/OA                          3              3           0.01326
xor gates and xnor gates                  29             29            0.1795
adders and majority gates                  1              1          0.008840
buffers and inverters                      2             10           0.01061
DFF                                       31             31            0.5482
muxes                                      1              1          0.007957
and+or+nand+nor                           57             57            0.2317
-- worst min-delay path by stage --
stage                 endpoint  startpoint  cells after the start  slack [ns]
after CTS                 done        done                      1        0.48
final                     done        done                      1        0.47
after global routing      done        done                      1        0.51
Power and IR drop assume default switching activity.
